<file path="config.mk">
export PLATFORM = sky130hd
export DESIGN_NAME = sync_fifo
export DESIGN_NICKNAME = sync_fifo
export VERILOG_FILES = /design/flow/design.v
export SDC_FILE = /design/flow/constraint.sdc
export NUM_CORES = 4
export LEC_CHECK = 1
export CORE_UTILIZATION = 40
export SYNTH_HDL_FRONTEND = slang
</file>
<file path="constraint.sdc">
current_design sync_fifo

set clk_period 4.5
set clk_io_pct 0.2

create_clock -name clk0 -period $clk_period [get_ports {clk}]

set non_clock_inputs [all_inputs -no_clocks]
set_input_delay [expr $clk_period * $clk_io_pct] -clock clk0 $non_clock_inputs
set_output_delay [expr $clk_period * $clk_io_pct] -clock clk0 [all_outputs]
</file>
<file path="design.v">
module sync_dualport_ram #(parameter width = 8, depth = 16, addr_size = 4)(
    input [width-1:0]data_in, 
    input clk, rst, wr_en,rd_en,
    input [addr_size-1:0]wr_addr, rd_addr,
    output reg [width-1:0] data_out
);
reg [width-1:0] ram [depth-1:0]; 
reg [width-1:0] temp_wr, data_out1;
reg [depth-1:0] decode;
integer i;
always @(*) begin
    if(rd_en) begin
        data_out1 = ram[rd_addr];
    end
    else begin
        data_out1=data_out;
    end
end
always @(posedge clk) begin
    if(rst)begin
        data_out<='b0;
    end
    else data_out<= data_out1;
end
always @(*) begin
    if (wr_en) begin
        temp_wr= data_in;
    end
    else begin
        temp_wr = ram[wr_addr];
    end
end
always @(posedge clk) begin
    for (i =0 ;i<depth ;i=i+1 ) begin
        if (rst) begin
            ram[i]<='b0;
        end
        else if (decode[i]) begin
            ram[i]<=temp_wr;
        end
        else ram[i]<=ram[i];
    end
end
always @(*) begin
    case (wr_addr)
       4'b0000 :decode= 16'b0000000000000001;
       4'b0001 :decode= 16'b0000000000000010;
       4'b0010 :decode= 16'b0000000000000100;
       4'b0011 :decode= 16'b0000000000001000;
       4'b0100 :decode= 16'b0000000000010000;
       4'b0101 :decode= 16'b0000000000100000;
       4'b0110 :decode= 16'b0000000001000000;
       4'b0111 :decode= 16'b0000000010000000;
       4'b1000 :decode= 16'b0000000100000000;
       4'b1001 :decode= 16'b0000001000000000;
       4'b1010 :decode= 16'b0000010000000000;
       4'b1011 :decode= 16'b0000100000000000;
       4'b1100 :decode= 16'b0001000000000000;
       4'b1101 :decode= 16'b0010000000000000;
       4'b1110 :decode= 16'b0100000000000000;
       4'b1111 :decode= 16'b1000000000000000;
       default: decode= 16'bz;
    endcase
end
endmodule
module sync_fifo #(parameter width=8, depth=16, addr_size=4)(
    input [width-1:0] data_in,
    input rst, clk, rd_en, wr_en, 
    output fifo_full, fifo_empty,
    output [width-1:0] data_out
);
reg [addr_size:0] rd_ptr, wr_ptr;
reg [addr_size:0] rd,wr;
wire f,e;
assign fifo_full = {wr_ptr[addr_size], wr_ptr[addr_size-1:0]} == {~rd_ptr[addr_size], rd_ptr[addr_size-1:0]} ? 'b1 : 'b0;
assign fifo_empty = (wr_ptr == rd_ptr)?'b1:'b0;
assign f = fifo_full;
assign e = fifo_empty;
always @(*) begin
    if (rd_en && !e) begin
        rd=rd_ptr+'d1;
    end
    else begin
        rd=rd_ptr;
    end
end
always @(posedge clk) begin
    if (rst) begin
        rd_ptr<='b0;
    end
    else begin
        rd_ptr<=rd;
    end
end
sync_dualport_ram r1(data_in, clk, rst, wr_en && !f, rd_en && !e, wr_ptr[addr_size-1:0], rd_ptr[addr_size-1:0], data_out);
always @(*) begin
    if (wr_en && !f) begin
        wr=wr_ptr+'d1;
    end
    else begin
        wr=wr_ptr;
    end
end
always @(posedge clk) begin
    if (rst) begin
        wr_ptr<='b0;
    end
    else begin
        wr_ptr<=wr;
    end
end
endmodule
</file>
<file path="run.sh">
#!/bin/bash
# OpenROAD 26Q1-2900-gdf79404cd8, Yosys 0.63+post, stock flow scripts
make -C /OpenROAD-flow-scripts/flow DESIGN_CONFIG=/design/flow/config.mk WORK_HOME=/design/flow/orfs finish
</file>
==> out/qor.yml <==
timing:
  timing.clock.skew_ps: 10.6
  worstMarginPinSlew_ps: 890
  max_slew_margin_pct: 40.3
  setup_viol: 0
  postLayoutSetupSlackWorst_ps: 1200
  final.setup.tns_ps: 0
  hold_viol: 0
  period_used_pct: 73.4
  clock.fmax_mhz: 303
  layout_min_cycle_time_ps: 3300
  grt_setup_unrepaired: "no"
  maxSlewViolCount: 0
  holdWs_ps: 464
floorplan:
  io_pins: 22
  chip_area_um2: 20700
  die_w_um: 144
  fp-utilization_pct: 41.1
  site_row_count: 51
  fp.dieH_um: 144
  core_area_um2: 19600
route:
  postRouteAntennaNets: 0
  drc_errors: 0
  drt-total-wl_um: 21000
  drt_pre_antenna_iters: 6
  routed_via_density: 5.73
  routed_wire_length_per_instance_um: 23.2
  detailedRoute.firstIterationViolations: 366
  vias: 5194
  number_of_antenna_cells_inserted: 0
cts:
  cts_sinks: 166
  cts-buffers-inserted: 17
  post_cts.resized_instances: 0
  postCtsHoldBufs: 0
  cts_tree: "built"
  cts_setup_buffers: 0
  clockRootBuffer: "clkbuf_16"
  clk_pin_slew_ps: 60
  buffer_levels_on_the_longest_clock_path: 2
  htree_num_levels: 4
  worstSkewPairLatency_ps: 420
global_routing:
  first_global_vias: 5427
  global_route.overflow_total: 0
  number_of_antenna_violations_at_the_first_check_in_global_routing: 0
  total_routing_usage_reported_by_global_routing_pct: 23.3
  grt_max_degree: 38
  global_route_wire_length_before_repair_um: 31700
run:
  timing.max_cap.violations: 0
  warnings: 25
power_and_ir_drop:
  power_density_nw_per_um2: 437
  worst_ir_drop_vdd_uv: 266
  leak_pwr_nw: 3.21
setup_path:
  critPathRequiredTime_ps: 3600
  worstPathMaxFanout: 9
  critical_path.cell_chain: "xor2_1 -> or4_1 -> nor2_1 -> clkdlybuf4s50_1"
  worstPathArrival_ps: 2400
  start_kind: "register"
  cp_slowest_stage_delay_ps: 710
  critical_path.slowest_cell: "or4_1"
  crit_path_end_kind: "output port"
  critPathKind: "reg -> out"
synth:
  post_synth_mux_area_share_pct: 19.5
  ys_top_cells_by_area: "edfxtp_1 48%, mux4_2 18%, dfxtp_1 9.5%"
  top_cell: "nor2_1"
  post_synth_main_logic_family: "multiplexers"
  edf_count: 128
  synthFlopType: "edfxtp_1"
  yosys.area_share.adder_pct: 0.311
  synthArstFlopShare_pct: 0
  mapped_cell_area_um2: 8050
  post_synth_and_or_nand_nor_area_fraction_pct: 13.3
  post_synth_xor_area_fraction_pct: 1.31
  synth.avg_cell_area_um2: 13.2
  dominant_cell_area_share_pct: 47.8
  ys_seq_share_pct: 57.2
  yosys-top-cells-count: "149 x nor2_1, 128 x edfxtp_1, 64 x mux4_2"
  ys_sh_aoi_pct: 5.46
  synth_warnings: 0
  yosysChipArea_um2: 8050
  netlist_instances: 610
  synth_cell_type_count: 44
  yosys-stat-cells: 610
  yosys.area.top_type: "edfxtp_1"
  synth_flops: 166
run_status:
  result_of_the_run: "finished clean"
cells_and_area:
  signed_area_change_from_the_synthesized_netlist_to_the_final_layout_pct: 13.2
  fill_count: 1701
  final_cell_area_um2: 9110
  final_util_pct: 46.5
  final_layout_size_suffix_gt1_share_pct: 21.8
place:
  dp_hpwl_um: 14200
  port_buffers: 21
  dpl_worst_slack_ps: 1560
  place_congestion: 0.934
  placed_area_um2: 8510
min_path:
  min-delay-path-class: "reg -> reg"
## worst max-delay path: cells and delay by family, from the launching register on
kind / cells / cell delay, ps
flops: 1 / 490
xor+xnor: 1 / 150
buf+inv: 1 / 470
simple gates: 2 / 870
## final cells by class
cell class                      count  area, um2  area share [%]
Clock inverter                     15        178            1.95
Timing Repair Buffer               39        345            3.79
Multi-Input combinational cell    401       3210            35.2
Tap cell                          265        332            3.64
Clock buffer                       17        425            4.67
Inverter                            4       15.0           0.165
Sequential cell                   166       4610            50.6
## stage by stage
step	cells	total power [mW]
floorplan	610	2.30
global placement	875	2.52
detailed placement	875	2.54
CTS	907	4.00
global route	907	4.12
finish	907	3.98
## registers in the layout, indices dropped and copies added, names as in the netlist, named ones only
register and count:
r1.ram 128, r1.decode 16, r1.data_out 8, rd_ptr 5, wr_ptr 5
## where the power goes
part | internal [mW] | switching [mW]
logic | 0.312 | 0.414
registers | 1.73 | 0.0444
clock network | 0.875 | 0.603
## placed cells by master (no fill, tap or decap), types with 5 or more instances in the layout
master,n
nor4_1,5
nand2_1,53
nor2b_1,7
clkdlybuf4s50_1,21
or2_2,16
xor2_1,10
a22oi_1,32
clkbuf_16,17
buf_4,18
dfxtp_1,36
a21oi_1,10
mux4_2,64
edfxtp_1,128
nor3_1,9
mux2i_1,7
nor2_1,149
## final timing paths
kind | start | end | slack (ps) | depth (start not counted)
setup / recovery | wr_ptr[0] | fifo_empty | 1200 | 4
hold / removal | r1.data_out[5] | r1.data_out[5] | 460 | 2
setup reg to reg | wr_ptr[0] | r1.ram[8][7] | 1480 | 7
hold reg to reg | r1.data_out[5] | r1.data_out[5] | 460 | 2
## cells by family after synthesis
group                      count (synthesis)
adders and majority gates                  2
and+or+nand+nor                          252
muxes                                     75
buffers and inverters                     43
DFF                                      166
AOI/OAI and AO/OA                         60
xor gates and xnor gates                  12
## metal layers
| metal | routed length (um) | track usage (%) | up-vias |
|---|---|---|---|
| met4 | 479 | 5.15 | 0 |
| met5 | 0 | 2.01 | - |
| met2 | 9890 | 35.0 | 291 |
| li1 | - | - | 2331 |
| met3 | 2800 | 13.4 | 35 |
| met1 | 7870 | 30.2 | 2537 |
Power figures rest on the tool's default switching activity, not on a simulated workload.
