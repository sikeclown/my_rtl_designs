### design/flow/run.sh
#!/bin/bash
# OpenROAD 26Q1-2900-gdf79404cd8, Yosys 0.63+post, stock flow scripts
make -C /OpenROAD-flow-scripts/flow DESIGN_CONFIG=/design/flow/config.mk WORK_HOME=/design/flow/orfs finish
### design/flow/config.mk
export PLATFORM = sky130hd
export DESIGN_NAME = async_dualport_ram
export DESIGN_NICKNAME = async_dualport_ram
export VERILOG_FILES = /design/flow/design.v
export SDC_FILE = /design/flow/constraint.sdc
export NUM_CORES = 4
export LEC_CHECK = 1
export CORE_UTILIZATION = 50
export SYNTH_HDL_FRONTEND = slang
### design/flow/constraint.sdc
current_design async_dualport_ram

set clk_period 1.8
set clk_io_pct 0.2

create_clock -name clk0 -period $clk_period [get_ports {clk_rd}]
create_clock -name clk1 -period $clk_period [get_ports {clk_wr}]

set non_clock_inputs [all_inputs -no_clocks]
set_input_delay [expr $clk_period * $clk_io_pct] -clock clk0 $non_clock_inputs
set_output_delay [expr $clk_period * $clk_io_pct] -clock clk0 [all_outputs]
### design/flow/design.v
module async_dualport_ram #(parameter width = 16, depth = 8, addr_size = 3)(
    input [width-1:0]data_in, 
    input clk_wr, clk_rd, rst, wr_en,rd_en,
    input [addr_size-1:0]wr_addr, rd_addr,
    output reg [width-1:0] data_out
);
reg [width-1:0] ram [depth-1:0]; 
reg [width-1:0] temp_wr, data_out1;
reg [depth-1:0] out_demux;
integer i;
always @(*) begin
    if(rd_en) begin
        data_out1 = ram[rd_addr];
    end
    else begin
        data_out1=data_out;
    end
end
always @(posedge clk_rd) begin
    if(rst)begin
        data_out<='b0;
    end
    else data_out<= data_out1;
end
always @(*) begin
    if (wr_en) begin
        temp_wr= data_in;
    end
    else begin
        temp_wr = ram[wr_addr];
    end
end
always @(posedge clk_wr) begin
    for (i =0 ;i<depth ;i=i+1 ) begin
        if (rst) begin
            ram[i]<='b0;
        end
        else if (out_demux[i]) begin
            ram[i]<=temp_wr;
        end
        else ram[i]<=ram[i];
    end
end
always @(*) begin
    case (wr_addr)
       3'b000 :out_demux= 8'b00000001;
       3'b001 :out_demux= 8'b00000010;
       3'b010 :out_demux= 8'b00000100;
       3'b011 :out_demux= 8'b00001000;
       3'b100 :out_demux= 8'b00010000;
       3'b101 :out_demux= 8'b00100000;
       3'b110 :out_demux= 8'b01000000;
       3'b111 :out_demux= 8'b10000000;
       default: out_demux= 8'bzzzzzzzz;
    endcase
end
endmodule
==> design notes <==
The flow reports that sequential cells draw 43.1% of the design power. For the sequential standard cell area, the log shows 4160 um^2. Total net switching power: 2.00 mW. The required time of the critical path is 1970 ps, and the relative area change from synthesis to final layout is 24.6%. Per the detail_route report, inserted antenna diodes total 0. The path category of the worst min-delay check was flop to flop. Across all checked pins, the minimum headroom to the slew limit is 72.9%. The final setup violation count came out at 0.

Counting pins that exceed their max-slew limit in the final report gives 0. The synthesis stat section lists a flop and latch total of 144. For the distinct cell type count of the synthesized netlist, the log shows 28. After global routing, the most crowded layer is met2. The final worst clock skew came out at 6.35 ps. The iteration count recorded for the first detailed-route pass is 5. For reference, the post-synthesis area per instance comes to 12.7 um^2. With the remaining number of nets flagged by the antenna check after routing at 0, the register share after synthesis is 56.1%. The pin count of the biggest net entering global routing was 39; the worst endpoint data arrival time was 1880 ps.

With the count of port buffers added during placement at 41, the number of buffers inserted for hold repair after clock tree synthesis is 0. The floorplan report gives the top-level pin count as 43. STA classifies the critical path endpoint as a flop.

With the clock sink count at 144, the depth of the worst register-to-register path is 3. The clock network accounts for 44.1% of the total power. The detailed router finished its first iteration with 241 violations. In this run the vertical extent of the chip is 124 um.

With the static power due to leakage at 3.62 nW, the power density normalized to cell area is 992 nW/um^2. The placer congestion estimate is 0.869, and the max-cap violation count is 0. Core outline area: 14500 um^2. The average wire length per cell after detail routing is 22.5 um. The fraction of layout instances using a drive strength above 1 was 28.6%. The first global-routing pass estimated 29600 um of wire. TritonCTS built the clock tree. At the end of the flow the core is filled with cells to 63.8%. With the initial antenna violation count at 0, the met1 demand-to-capacity share in global routing is 41.9%. The run gives 86.5 ps for the worst setup slack after layout. Looking at the worst setup and hold paths, the clock pins of their registers show a slew of 50 ps. At the floorplan stage, the core utilization is reported as 51.2%. Across all stage logs, warnings added up to 27.

The sum of routed wire length over all layers is 19600 um, and the die span in x is 124 um. The post-synthesis cell count from yosys is 585. Sorting the synthesized cells by area gives the leading types as sky130_fd_sc_hd__edfxtp_1 52%, sky130_fd_sc_hd__mux2_2 9.4%, sky130_fd_sc_hd__nor2_1 7.5%. The layout report lists the multi-input gate area as 3000 um^2.

The run gives 5.81 for the number of vias per cell after detailed routing. Setup repair after global routing left no endpoint under its margin. The async set-or-reset flop fraction in the synthesized netlist works out to 0%. In this run switching power makes up 21.9% of total power. The pre-CTS setup check shows a worst slack of -287 ps. The start-to-end type of the worst setup path is primary input to flop. Die footprint: 15300 um^2. The total DRC errors in the routed layout was 0; the instance count along the most critical hold path was 2.

The run gives 5212 for the number of global-route vias before repair. The mapped cell area came out at 7420 um^2. With the site row count at 44, the internal power contribution is 7.16 mW.

Sorting the Yosys area breakdown by cell type puts at the top sky130_fd_sc_hd__edfxtp_1. At the pin with the least slew margin, the transition time is 406 ps. The run gives 0 as the total number of yosys warnings. Per report_power, the combinational group accounts for 12.8% of the total. Looking at the critical path, the highest net fanout was 16.

The proportion of netlist area held by the largest area contributor was 51.8%; the count of endpoints failing hold in the final timing report was 0. After legalization and detailed placement, the total HPWL measured 13300 um. In this run, synthesis inferred 128 flip-flops with an integrated enable.

The routed layout has 5076 vias. For this run, the chip area from Yosys synthesis comes to 7420 um^2. For the met2 track utilization from global routing, the log shows 43.0%. The run finished with clean final reports. The run gives 17.3% as the global routing usage on met3. Across the VDD grid, the largest voltage drop is 0.000578 V. The synthesis report names the predominant flop master as sky130_fd_sc_hd__edfxtp_1.

The worst setup path is launched from a primary input. The tools report the synthesized instance count as 585. The layout has 1061 filler cells. The global route stage reports its total congestion overflow as 0. For the overall routing resource usage, the log shows 29.6%.
state kept, by name (all words and copies together) (netlist names):
register / count
data_out: 16
ram: 128
power by group through the flow:
stage	clock, mW	sequential [mW]	combinational [mW]
finish	4.04	3.95	1.17
global route	4.23	3.98	1.27
CTS	4.11	3.95	1.17
kinds of logic (layout without fill, tap and decap cells):
| logic type | after synthesis | after routing | share of synthesized area (%) |
|---|---|---|---|
| mux | 128 | 128 | 21.1 |
| simple gates | 182 | 182 | 10.1 |
| flops | 144 | 144 | 56.1 |
| buf+inv | 43 | 147 | 3.66 |
| compound gates | 88 | 88 | 9.04 |
path summary, 6_finish.rpt:
| kind | slack [ps] | start | to |
|---|---|---|---|
| max in group clk1 | 100 | wr_addr[2] | ram[4][0] |
| setup / recovery | 90 | rd_addr[0] | data_out[15] |
| setup reg to reg | 280 | ram[7][8] | ram[4][8] |
| min in group clk1 | 690 | wr_en | ram[5][9] |
| hold / removal | 490 | data_out[1] | data_out[1] |
| hold reg to reg | 490 | data_out[1] | data_out[1] |
Yosys cell counts (2+ instances only):
master and n:
sky130_fd_sc_hd__or3_1 2, sky130_fd_sc_hd__a211oi_1 2, sky130_fd_sc_hd__a221o_1 16, sky130_fd_sc_hd__o22ai_1 16, sky130_fd_sc_hd__nor2b_1 3, sky130_fd_sc_hd__buf_4 3
sky130_fd_sc_hd__nand3_1 2, sky130_fd_sc_hd__buf_6 5, sky130_fd_sc_hd__mux2_2 62, sky130_fd_sc_hd__clkbuf_1 20, sky130_fd_sc_hd__mux4_2 16, sky130_fd_sc_hd__a211oi_2 14
sky130_fd_sc_hd__buf_12 3, sky130_fd_sc_hd__mux2_1 2, sky130_fd_sc_hd__nor2_1 148, sky130_fd_sc_hd__nand3b_1 2, sky130_fd_sc_hd__nand2_1 8, sky130_fd_sc_hd__buf_2 9
sky130_fd_sc_hd__o21bai_1 2, sky130_fd_sc_hd__edfxtp_1 128, sky130_fd_sc_hd__mux2i_1 48, sky130_fd_sc_hd__nand2b_1 17, sky130_fd_sc_hd__o21ai_0 32, sky130_fd_sc_hd__dfxtp_1 16
sky130_fd_sc_hd__a21o_1 6
what timing repair did:
item,4_1_cts,5_1_grt
setup buffers,0,0
endpoints found under the setup margin,0,3
hold endpoints to repair,0,0
gates resized,0,2
final cells by class:
class                   count  area share (%)
clock inverters            13            2.09
clock buffers              22            5.50
well taps                 184            2.49
multi-input cells         398            32.4
flip-flops and latches    144            45.1
inverters                   1          0.0406
repair buffers            111            12.4
routing by layer:
metal,share of wire [%],wire length [um]
met1,39,7620
met2,47,9200
met3,13,2560
met4,1.3,248
met5,0,0
cells in the final DEF, fill, tap and decap left out, types with 3 or more instances in the layout:
| master | n |
|---|---|
| sky130_fd_sc_hd__buf_4 | 52 |
| sky130_fd_sc_hd__nor2b_1 | 3 |
| sky130_fd_sc_hd__a21o_1 | 6 |
| sky130_fd_sc_hd__nor2_1 | 148 |
| sky130_fd_sc_hd__buf_12 | 18 |
| sky130_fd_sc_hd__clkbuf_16 | 20 |
| sky130_fd_sc_hd__nand2_1 | 8 |
| sky130_fd_sc_hd__clkdlybuf4s50_1 | 36 |
| sky130_fd_sc_hd__a221o_1 | 16 |
| sky130_fd_sc_hd__bufinv_16 | 5 |
| sky130_fd_sc_hd__dfxtp_1 | 16 |
| sky130_fd_sc_hd__o22ai_1 | 16 |
| sky130_fd_sc_hd__edfxtp_1 | 128 |
| sky130_fd_sc_hd__a211oi_2 | 14 |
| sky130_fd_sc_hd__clkinv_1 | 5 |
| sky130_fd_sc_hd__buf_2 | 4 |
| sky130_fd_sc_hd__mux2i_1 | 48 |
| sky130_fd_sc_hd__mux2_2 | 62 |
| sky130_fd_sc_hd__o21ai_0 | 32 |
| sky130_fd_sc_hd__nand2b_1 | 16 |
| sky130_fd_sc_hd__mux4_2 | 16 |
per-stage QoR:
stage               power (mW)  setup TNS (ps)  area [um^2]  hold WS [ps]  std cells
floorplan                 4.66           -6130         7420           450        585
global placement          5.17          -24590         8530           476        838
detailed placement        5.18          -24880         8530           487        838
CTS                       9.23               0         9230           493        873
global route              9.48               0         9240           529        873
finish                    9.17               0         9240           489        873
critical path, stage by stage:
cell	delay, ps
sky130_fd_sc_hd__clkdlybuf4s50_1	520
sky130_fd_sc_hd__nand2b_4	150
sky130_fd_sc_hd__buf_12	160
sky130_fd_sc_hd__o22ai_1	80
sky130_fd_sc_hd__a221o_1	360
sky130_fd_sc_hd__a211oi_2	230
Power figures rest on the tool's default switching activity, not on a simulated workload.
