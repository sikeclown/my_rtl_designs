### design/flow/design.v
module alu (
	input [7:0]a,b, 
	input [3:0]command,
	input en,
	output reg [15:0] out
);
parameter 	 
    ADD  = 4'b0000,  
	INC  = 4'b0001,  
	SUB  = 4'b0010,  
	DEC  = 4'b0011,  
	MUL  = 4'b0100,  
	DIV  = 4'b0101,  
	SHL  = 4'b0110,  
	SHR  = 4'b0111,  
	AND  = 4'b1000,  
	OR   = 4'b1001,  
	INV  = 4'b1010,  
	NAND = 4'b1011,  
	NOR  = 4'b1100,  
	XOR  = 4'b1101,  
	XNOR = 4'b1110,  
	BUF  = 4'b1111;  
always @(*) begin
	if (en) begin
		case (command)
		ADD	: out= a+b;
		INC	: out= a+1;
		SUB	: out= b-a;
		DEC	: out= a-1;
		MUL	: out= a*b;
		DIV	: out= a/b;
		SHL	: out= a<<1;
		SHR	: out= a>>1;
		AND	: out= a&b;
		OR	: out= a|b;
		INV	: out= ~(a&b);
		NAND: out= ~(a|b);
		NOR	: out= ~(a^b);
		XOR	: out= a^b;
		XNOR: out= ~(a^b);
		BUF	: out= a;
	endcase
	end
	else begin
		out=16'bz;
	end
end
endmodule
### design/flow/run.sh
#!/bin/bash
# OpenROAD 26Q1-2900-gdf79404cd8, Yosys 0.63+post, stock flow scripts
make -C /OpenROAD-flow-scripts/flow DESIGN_CONFIG=/design/flow/config.mk WORK_HOME=/design/flow/orfs finish
### design/flow/config.mk
export PLATFORM = sky130hd
export DESIGN_NAME = alu
export DESIGN_NICKNAME = alu
export VERILOG_FILES = /design/flow/design.v
export SDC_FILE = /design/flow/constraint.sdc
export NUM_CORES = 4
export LEC_CHECK = 1
export CORE_UTILIZATION = 50
export SYNTH_HDL_FRONTEND = slang
### design/flow/constraint.sdc
current_design alu

set clk_period 20.3
set clk_io_pct 0.2

create_clock -name clk0 -period $clk_period

set non_clock_inputs [all_inputs -no_clocks]
set_input_delay [expr $clk_period * $clk_io_pct] -clock clk0 $non_clock_inputs
set_output_delay [expr $clk_period * $clk_io_pct] -clock clk0 [all_outputs]
==> impl_metrics.tcl <==
# place-and-route summary
set metrics [dict create \
    outcome "complete, but fails checks" \
    violations "setup timing" \
    seq_area_um2 0 \
    p_per_area_nw_per_um2 132 \
    crit_slowest_cell "or3_4" \
    start_kind "input pin" \
    grt_pass1_wl_um 53400 \
    clock_buffers 0 \
    grt_pass1_vias 10600 \
    min_period_ns 30.44 \
    port_buffers 36 \
    num_io_pins 37 \
    fin_total_pwr_w 0.00182 \
    final_layout_size_suffix_gt1_share_pct 34.9 \
    grt.overflow.total 0 \
    final_max_slew_viol_count 0 \
    rows 50 \
    crit_path_max_fanout 6 \
    cp_num_buf_inv 10 \
    swShare_pct 44.3 \
    max_cap_violations 0 \
    die_area_um2 19700 \
    fmax_mhz 32.9 \
    antenna_left 0 \
    nFillCells 1443 \
    yosysWarnings 0 \
    ys_cells 1295 \
    ys_area_um2 9580 \
    p_comb_share_pct 100.0 \
    p_clk_share_pct 0 \
    drt_iter0_drc 642 \
    hold_viol 0 \
    rsz0062_at_grt "yes" \
    antenna_found_initial 0 \
    seq_cells 0 \
    cpMostUsedCell "o21a_1" \
    drt_first_pass_iters 6 \
    irDropWorstVdd_uv 441 \
    hpwl_um 25100 \
    tightest_slew_ns 0.767 \
    grt_max_degree 45 \
    whs_ns 8.97 \
    worstPathArrival_ns 26.38 \
    seqPwrFrac_pct 0 \
    post-route-period-util_pct 150 \
    slew_headroom_pct 48.7 \
    required_ns 16.24 \
    vias 11100 \
    synth_cell_types 98 \
    warning_count 57 \
    area_growth_pct 44.2 \
    die-height_um 140 \
    fp.dieW_um 140 \
    num_antenna_cells 0 \
    grt_usage_pct 34.4 \
    critPathMaxStageDelay_ns 0.41 \
    remaining_drc_errors 0 \
    avgRoutedWirePerCell_um 17.0 \
    netlist_area_um2 9580 \
    place_congestion 0.986 \
    p_sw_w 0.000805 \
    wirelength_um 32900 \
    syn_area_per_cell_um2 7.39 \
    stdcell_area_um2 13800 \
    hp-class "input pin to output pin" \
    setup_slack_ns -10.14 \
    postCtsHoldBufs 0 \
    netlist_instances 1295 \
    place_area_um2 12900 \
    cpLargestDelayFamily "AND-OR/OR-AND gates" \
    p_leak_nw 6.76 \
    crit_type "input pin to output pin" \
    ys_seq_share_pct 0 \
    p_int_w 0.00101 \
    core_area_um2 18800 \
    via_per_inst 5.74 \
    cp-end-kind "output pin" \
    dp_slack_ns -11.54 \
    final_core_util_pct 73.6 \
    finalSetupViolCount 6 \
    fp-utilization_pct 51.0 \
]
-- worst min-delay path: stages --
cell and delay (ns):
buf_2 0.13, buf_4 0.19, nand2b_1 0.12, fa_1 0.20
a22oi_1 0.08, buf_2 0.11
-- layer usage --
| metal | wire, um | global-route usage, % |
|---|---|---|
| met3 | 2310 | 5.85 |
| met2 | 14600 | 54.9 |
| met4 | 710 | 6.88 |
| met5 | 0 | 0 |
| met1 | 15300 | 49.4 |
-- synthesized netlist by cell type, drive strengths merged (5+ instances only) --
master   number  area share [%]
a211o         5            0.46
a211oi       11             1.4
a21o         28             2.3
a21oi        87             4.7
a221oi        6            0.74
a22o          5            0.46
a22oi         7            0.55
a2bb2oi       6            0.55
a31oi        12            0.85
and2         11            0.72
and3          5            0.33
buf          12            0.59
clkbuf       31             1.2
clkinv        5            0.25
fa           38             7.9
ha          173              23
inv         100             3.9
mux2         35             4.5
mux2i        12             1.3
nand2       109             4.3
nand2b        9            0.59
nand3        27             1.5
nand3b        5            0.39
nand4        11            0.94
nor2        141             5.7
nor2b        11            0.72
nor3         54             3.0
nor4          7            0.77
o211ai       18             1.5
o21a         43             3.4
o21ai        67             3.7
o21bai        7            0.55
o221ai        6            0.61
o22a          5            0.46
o22ai        18             1.2
o31ai        20             1.7
or2          12            0.78
or3          18             1.2
xnor2        36             3.3
xor2         25             2.3
-- metrics by stage --
stage          setup TNS [ns]  cells
2_1_floorplan          -36.94   1302
4_1_cts                -33.62   1912
3_3_place_gp           -39.86   1860
3_5_place_dp           -41.17   1860
6_report               -33.85   1935
5_1_grt                -39.63   1935
-- placed cells by master (no fill, tap or decap), types with 13 or more instances in the layout --
cell type        count
buf_4              394
ha_1               156
nor2_1             129
nand2_1            103
inv_1               96
a21oi_1             63
o21ai_0             54
nor3_1              49
o21a_1              42
fa_1                38
xnor2_1             35
clkdlybuf4s50_1     27
a21o_1              26
xor2_1              25
nand3_1             24
a21oi_2             20
mux2_2              19
o211ai_1            17
o31ai_1             15
or3_1               14
mux2_4              14
ha_4                14
o22ai_1             13
-- power groups by stage --
| stage | logic, W | clock network, W | registers, W |
|---|---|---|---|
| 6_report | 0.00182 | 0 | 0 |
| 4_1_cts | 0.00170 | 0 | 0 |
| 5_1_grt | 0.00199 | 0 | 0 |
-- logic make-up (layout without fill, tap and decap cells) --
group / after synthesis / after routing / share of synthesized area (%)
muxes: 47 / 47 / 5.72
other: 1 / 8 / 0.0392
buffers and inverters: 148 / 547 / 5.97
adders and majority gates: 211 / 211 / 30.6
and+or+nand+nor: 428 / 428 / 21.6
AOI/OAI and AO/OA: 399 / 399 / 30.6
xor gates and xnor gates: 61 / 61 / 5.58
-- final timing paths --
| kind | start | endpoint | slack (ns) | cells past startpoint |
|---|---|---|---|---|
| max | b[0] | out[0] | -10.14 | 122 |
| min | b[1] | out[1] | 8.97 | 6 |
-- what timing repair did --
| action | in CTS | in global routing |
|---|---|---|
| endpoints found under the setup margin | 6 | 6 |
| resized | 87 | 26 |
| setup buffers | 53 | 23 |
| pin swaps | 75 | 27 |
-- final cells by class --
class | instances | area, um2 | area share [%]
multi-input combinational | 1154 | 9680 | 70.1
inverter | 105 | 407 | 2.95
timing repair buffer | 442 | 3430 | 24.8
tap | 234 | 293 | 2.12
No activity file was given, so power comes from the tool's default toggle rates.
